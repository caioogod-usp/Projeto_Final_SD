--- flow/config.mk ---
export PLATFORM = sky130hd
export DESIGN_NAME = fsm
export DESIGN_NICKNAME = fsm
export VERILOG_FILES = /design/flow/design.v
export SDC_FILE = /design/flow/constraint.sdc
export NUM_CORES = 4
export LEC_CHECK = 1
export CORE_AREA = 10 10 70 70
export DIE_AREA = 0 0 80 80
--- flow/run.sh ---
#!/bin/bash
# OpenROAD 26Q1-2900-gdf79404cd8, Yosys 0.63+post, stock flow scripts
make -C /OpenROAD-flow-scripts/flow DESIGN_CONFIG=/design/flow/config.mk WORK_HOME=/design/flow/orfs finish
--- flow/design.v ---
`timescale 1ns/100ps
module fsm (output reg [2:0] ch, output en_0, reset, input en_3, Vint_z, clk, iniciar);
  always @ (posedge clk or posedge iniciar)  
    begin
      if (iniciar)  
        begin
          en_0 = 1'b1;  
          reset = 1'b0; 
          ch[0] = 1'b1;  
          ch[1] = 1'b0;  
          ch[2] = 1'b0;  
        end
      else
        begin
          if (en_3)  
            begin
              ch[0] = 1'b0;  
              ch[1] = 1'b1;  
              ch[2] = 1'b0;  
            end
          if (Vint_z)  
            begin
              en_0 = 1'b0;  
              reset = 1'b1; 
              ch[0] = 1'b0;  
              ch[1] = 1'b0;  
              ch[2] = 1'b1;  
            end
        end
    end
endmodule
--- flow/constraint.sdc ---
current_design fsm

set clk_period 1.1
set clk_io_pct 0.2

create_clock -name clk0 -period $clk_period [get_ports {clk}]

set non_clock_inputs [all_inputs -no_clocks]
set_input_delay [expr $clk_period * $clk_io_pct] -clock clk0 $non_clock_inputs
set_output_delay [expr $clk_period * $clk_io_pct] -clock clk0 [all_outputs]
==> Changelog: implementation <==
### Metrics

* Finished Cell Area at 357.8 um2
* Critical path origin: ch[0]
* #FFs+latches synth at 5
* Hold Fails Final Rpt at 0
* CTS clk-pin slew, worst paths at 40 ps
* CP cell instances: buf_6
* Setup Skew at 0 ps
* Placer Congestion at 0.6440
* Period utilization at 0.9733
* Combinational gate area at 40.04 um2
* Seq pwr share at 0.431
* Sequential area share after synthesis at 0.7286
* P_sw at 93.16 uW
* Worst slew pin tran at 209.4 ps
* Core Util, Final at 0.1048
* Sink Count at 5
* MaxCap Viol Count at 0
* CP arrival at 850 ps
* Switching share of power at 0.2084
* CP max-delay cell: dfstp_2
* Core Box Area at 3416 um2
* P per Cell Area at 1249 nW/um2
* Peak Freq at 0.9340 GHz
* Fraction of registers with async set/reset at 1.000
* Leak at 0.0001440 uW
* Number of routed nets with antenna violations at 0
* Critical path's largest stage delay at 530 ps
* Skew-Pair Late Insertion Delay at 240 ps
* Synth area leader: dfrtp_1
* Area reported by Yosys stat at 175.2 um2
* WL final at 539 um
* CP Launch Type: flop
* Crit path max-delay family: flip-flops
* Tot Pwr at 447.0 uW
* FP Rows at 21
* Synthesized netlist cell count at 13
* 1st-iter DRT viols at 0
* Storage element area at 127.6 um2
* Worst rel slew slack at 0.8600
* FP Util at 0.05128
* Total gr overflow at 0
* Layout Cells excl Fill at 74
* Largest net degree at the start of global routing at 6
* Unique cell types at 8
* Main synth FF type: dfrtp_1
* Yosys cell count at 13
* CTS H-tree depth at 1
* WL per Instance at 7.284 um
* Hold Crit Class: input pin to asynchronous set/reset pin
* Biggest area cells: dfrtp_1 43%, dfstp_2 30%, nor3b_2 7.1%, a21o_1 4.3%, inv_1 4.3%
* Die height at 80 um
* Clk root buf: clkbuf_4
* DR pass1 iterations at 1
* Via count at 151
* DR vias/cell at 2.041
* Worst VDD drop at 0.0005102 V
* CTS tree: done
* Post-route DRC at 0
* I/O pin count at 9
* Top cells by count: 3 x dfrtp_1, 2 x dfstp_2, 2 x inv_1, 2 x nor2_1
* FILL cells at 407
* Critical R2R Launch: ch[2]
* Total CTS buffers at 3
* Critical Path RT at 880 ps
* Synthesized area per cell at 13.47 um2
* RSZ-0062 raised after global routing: true
* Busiest grt layer: met1
* Total tool warning count at 26
* IO buf count at 8
* Post-cts hold buffer count at 0
* Die footprint at 6400 um2
* Comb pwr share at 0.095
* Clock power frac at 0.474
* Buf/Inv on CP at 1
* Slew Limit Fails at 0
* Global-route track usage on met1 at 0.02817
* Synth top cell by count: dfrtp_1
* First-pass GRT wire length at 828 um
* Global Route Usage Sum at 0.01742
* Final setup violation count at 0
* Met3 Use GR at 0.01591
* Ant diodes at 0
* Clock Tree Buf Depth at 2
* CP Class: flop to output pin
* Syn-to-layout area delta at 104.3%
* Internal power at 353.8 uW
* Die W at 80 um
* Yosys warnings at 5
* Synth Cell Area at 175.2 um2
* Placed Area at 312.8 um2
* GR Layer Usage met2 at 0.01284
* Setup TNS Final at 0 ps
* Fin crit period at 1071 ps
* Initial antenna violation count at 0
* Share of cells above drive strength 1 at 0.3929
* Vias in the first global route at 175
* Yosys top cell area share at 0.4286
* Dpl cells at 67
* Status: finished, final reports clean
* Post-synth EDFFs at 0
* CP max FO at 2
* Setup crit end kind: output pin
## power groups by stage
stage	Sequential (uW)	Clock [uW]	Combinational [uW]
after CTS	192	219	37.9
after global routing	193	240	47.5
final	193	212	42.4
## layout make-up
cell class / instances / area share
clock buffers: 4 / 0.07343
flip-flops and latches: 5 / 0.3566
inverters: 2 / 0.02098
repair buffers: 11 / 0.2762
multi-input cells: 6 / 0.1119
well taps: 46 / 0.1608
## layout by cell type, fill, tap and decap left out
cell             n
dfstp_2          2
dfrtp_1          3
inv_1            2
buf_6            1
clkbuf_1         1
buf_4            3
or2_1            1
clkdlybuf4s50_1  3
clkbuf_4         3
nor3b_2          1
clkdlybuf4s15_1  3
nor2_1           2
buf_2            1
a21o_1           1
nor2b_1          1
## stage by stage
stage	hold WS (ps)	setup WS, ps
floorplan	-2.931	396.1
global placement	418.7	-112.9
detailed placement	434.2	-110.0
CTS	174.6	0.3503
global route	210.2	-4.235
finish	173.7	29.37
## final timing paths
path                            slack (ps)  cells past startpoint     to
worst min-delay path                   170                      2  ch[1]
min in group clk0                      470                      1  reset
max in group asynchronous              690                      2   en_0
worst min register to register         470                      1  reset
worst max-delay path                    30                      1  ch[0]
worst max register to register         200                      3  ch[2]
## cells by family (layout without fill, tap and decap cells)
logic type | Yosys count | in the layout | share of synthesized area
compound gates | 1 | 1 | 0.04287
flops | 5 | 5 | 0.7286
simple gates | 5 | 5 | 0.1858
buf+inv | 2 | 17 | 0.04287
## timing repair
item	CTS	global route
setup endpoints to repair	5	5
gates cloned	0	0
buffers inserted	2	1
gates resized	9	4
## metal layers
metal  up-vias  part of all wire
li1         68                 -
met1        72              0.66
met2        11              0.25
met3         0             0.080
met4         0                 0
met5         -                 0
## flip-flops by register name, indices dropped and copies added, names as in the netlist
register / flops
en_0: 1
ch: 3
reset: 1
Power and IR drop assume default switching activity.
