===== /design/flow/design.v =====
`timescale 1ns/100ps
module contadorMOD10(output reg [3:0]bit_out, output reg en_out, input en_in, clk, reset);
  always @ (posedge clk or posedge reset)  
    begin
      if(reset) bit_out = 0;  
      else if(en_in)
        if(bit_out == 9) bit_out = 0;  
      	else bit_out++;  
    end
  assign en_out = en_in & bit_out[0] & bit_out[3];  
endmodule
module registrador (output reg [3:0] Qo, input [3:0] Qi, input clk, load);
  always @ (posedge clk)   
    begin
      if(load)   
        Qo = Qi;   
    end
endmodule
module bcd_7seg (output reg [6:0] DISP, input [3:0] BCD);
  always @* begin
    case (BCD)
      4'b0000: DISP = 7'b1111110;  
      4'b0001: DISP = 7'b0110000;  
      4'b0010: DISP = 7'b1101101;  
      4'b0011: DISP = 7'b1111001;  
      4'b0100: DISP = 7'b0110011;  
      4'b0101: DISP = 7'b1011011;  
      4'b0110: DISP = 7'b1011111;  
      4'b0111: DISP = 7'b1110000;  
      4'b1000: DISP = 7'b1111111;  
      4'b1001: DISP = 7'b1111011;  
      default: DISP = 7'b000000 ;  
    endcase
  end
endmodule
module celulaContagem (output [6:0] out_7seg, output en_out, input reg en_in, clk, reset, load);
  reg [3:0] b_in, b_out;
  contadorMOD10 C (.bit_out(b_in), .en_out(en_out), .en_in(en_in), .clk(clk), .reset(reset));  
  registrador R (.Qo(b_out), .Qi(b_in), .clk(clk), .load(load));   
  bcd_7seg B (.DISP(out_7seg), .BCD(b_out));   
endmodule
module contadorMOD1000 (output [6:0] outA,outB,outC, output en_out, input en_in, clk, reset, load);
  reg [3:0] enable;  
  assign enable[0] = en_in;
  celulaContagem C (.out_7seg(outC), .en_out(enable[1]), .en_in(enable[0]), .clk(clk), .reset(reset), .load(load));  
  celulaContagem B (.out_7seg(outB), .en_out(enable[2]), .en_in(enable[1]), .clk(clk), .reset(reset), .load(load));  
  celulaContagem A (.out_7seg(outA), .en_out(enable[3]), .en_in(enable[2]), .clk(clk), .reset(reset), .load(load));  
  assign en_out = enable[3];
endmodule

===== /design/flow/run.sh =====
#!/bin/bash
# OpenROAD 26Q1-2900-gdf79404cd8, Yosys 0.63+post, stock flow scripts
make -C /OpenROAD-flow-scripts/flow DESIGN_CONFIG=/design/flow/config.mk WORK_HOME=/design/flow/orfs finish

===== /design/flow/config.mk =====
export PLATFORM = sky130hd
export DESIGN_NAME = contadorMOD1000
export DESIGN_NICKNAME = contadorMOD1000
export VERILOG_FILES = /design/flow/design.v
export SDC_FILE = /design/flow/constraint.sdc
export NUM_CORES = 4
export LEC_CHECK = 1
export CORE_UTILIZATION = 40

===== /design/flow/constraint.sdc =====
current_design contadorMOD1000

set clk_period 2.1
set clk_io_pct 0.2

create_clock -name clk0 -period $clk_period [get_ports {clk}]

set non_clock_inputs [all_inputs -no_clocks]
set_input_delay [expr $clk_period * $clk_io_pct] -clock clk0 $non_clock_inputs
set_output_delay [expr $clk_period * $clk_io_pct] -clock clk0 [all_outputs]

==> impl_metrics.ini <==
; implementation run metrics
[clock_network]
cts_sinks = 45
tritoncts = yes
clk_latency_ns = 0.29
clkTransAtPathRegs_ns = 0.08
root_buffer = clkbuf_8
postCtsHoldBufs = 0
cts_buffers = 5
clock_path_buffers = 2
htreeDepth = 2

[final_timing]
fin_ws_ns = 0.09103
relSlewSlack_pct = 69.91
hold-worst-slack_ns = 0.4315
worst_slew_pin_slew_ns = 0.4509
hold_viol = 0
rsz0062_at_grt = no
period_needed_ns = 2.009
fmax_mhz = 497.8
report.final.slew_viol_count = 0
finClkSkew_ns = 0.003112
finalSetupViolCount = 0
min_period_over_period_pct = 95.67

[synth]
synth.cell_area_sq_um = 2162
netlist.area_leader.share_pct = 19.44
synthCells = 180
synth_cell_types = 36
syn_avg_cell_area_sq_um = 12.01
top_area_cell = dfxtp_1
ys_seq_share_pct = 50.00
synth.ff_latch_count = 45
yosys_warnings = 5
area_leaders = dfxtp_1, edfxtp_1, dfrtp_1
ys_cells = 180
synth-area-yosys_sq_um = 2162

[power]
p_total_uw = 3432
leakagePower_uw = 0.001193
vdd_drop_max_mv = 0.6030
power-per-cell-area_nw_per_um2 = 1247

[routing]
postRouteAntennaNets = 0
dr.max_layer_used = met4
vias = 1405
route.met3.wl_um = 144
routed_wl_um = 3371
vias_per_cell = 4.652
antenna-diode-count = 0
drc = 0
wl_met1_um = 1726
first_iter_violations = 55
wl_per_cell_um = 11.16
wl_met2_um = 1445
dr.pass1.iters = 4

[die]
dieHeight_um = 75.52
core-area_sq_um = 5172
ioPinCount = 26
die_width_um = 75.52
dieArea_sq_um = 5703
num_rows = 26
initial_core_util_pct = 41.80

[setup_path]
crit_required_ns = 1.68
r2r_start = C.C.bit_out[0]$_DFFE_PP0P_
regToRegSetupSlack_ns = 0.62
end_kind = primary output
r2r_cells = 6
crit_arrival_ns = 1.59
timing.rr.end = outC[0]$_DFF_P_
worstSetupPathType = reg2out
start_kind = register
critPathMaxFanout = 2

[outcome]
status = complete, no violations

[layout]
design_area_sq_um = 2753
syn2layout_area_growth_pct = 27.31
drive_above_1_share_pct = 20.26

[global_routing]
grt_pass1_vias = 1327
grt_pass1_wl_um = 5906
grt_start_max_net_pins = 15
antenna_found_initial = 0
grt_overflow = 0
grtUsageTotal_pct = 13.90

[worst_hold_path]
hold_path.class = in2async

[placed_design]
portBuffers = 25
place_congestion = 0.7323
placed_cell_area_sq_um = 2638
post-place-ws_ns = -0.1805
hpwl_um = 2552

[job]
drv_cap = 0
warnings = 40
-- cells in the mapped netlist --
library cell  number
nand2_1            8
ha_1              18
nand4_1            1
inv_1             14
buf_6              1
mux2_2             8
o21ai_0            8
a211o_1            1
buf_4              1
o22ai_2            1
dfxtp_1           21
clkbuf_1           1
buf_12             1
xnor2_1            6
a22o_1             3
dfrtp_1           12
nand2b_1           2
o221ai_1           1
a21o_1             2
nor2_1             4
mux2i_4            4
a21oi_1            4
and4b_1            1
o21ai_1            5
xor2_1             1
nor2b_1            6
o22ai_1            2
nand3_1            7
nor3_1             2
edfxtp_1          12
nor4_1             1
and4_1             1
mux2i_1           14
nand3b_1           2
a31oi_1            3
buf_2              1
-- cells in the final DEF (no fill, tap or decap), drive strengths merged, types with 2 or more instances in the layout --
cell type / netlist / layout
edfxtp: 12 / 12
a22o: 3 / 3
clkbuf: 1 / 7
mux2: 8 / 8
xnor2: 6 / 6
nor3: 2 / 2
nand3: 7 / 7
dfxtp: 21 / 21
nand2b: 2 / 2
mux2i: 18 / 18
nor2: 4 / 4
nor2b: 6 / 6
a21o: 2 / 2
ha: 18 / 18
nand2: 8 / 8
a21oi: 4 / 4
o21ai: 13 / 13
clkdlybuf4s50: 0 / 24
dfrtp: 12 / 12
nand3b: 2 / 2
buf: 4 / 24
a31oi: 3 / 3
o22ai: 3 / 3
inv: 14 / 14
-- final cells by class --
type                    instances  area, sq um
repair buffers                 49        441.7
multi-input cells             116        988.4
fillers                       444         2420
flip-flops and latches         45         1081
well taps                      70        87.58
clock buffers                   7        96.34
inverters                      14        52.55
clock inverters                 1        5.005
-- critical path, stage by stage, from the launching register on --
cell	delay, ns
dfrtp_1	0.35
and4_1	0.24
nand3_2	0.10
nor2_2	0.15
clkdlybuf4s50_1	0.47
-- how the worst max path moves through the flow --
stage / startpoint / to
after CTS: B.C.bit_out[0]$_DFFE_PP0P_ / en_out
after global routing: B.C.bit_out[0]$_DFFE_PP0P_ / en_out
final: B.C.bit_out[0]$_DFFE_PP0P_ / en_out
-- cell families after synthesis --
| family | synth area share (%) |
|---|---|
| buf+inv | 4.629 |
| flops | 50.00 |
| mux | 14.81 |
| compound gates | 8.681 |
| simple gates | 8.623 |
| fa+ha+maj | 10.42 |
| xor+xnor | 2.836 |
-- per-layer routing --
layer  global-route usage [%]  vias up
li1                         -      731
met1                    22.27      644
met2                    20.34       24
met3                    3.887        6
met4                    1.852        0
met5                        0        -
-- stage by stage --
step | utilization [%] | instances | setup TNS, ns
2_1_floorplan | - | 180 | 0
3_3_place_gp | 50.99 | 293 | -0.2577
3_5_place_dp | 50.99 | 293 | -0.4010
4_1_cts | 53.22 | 302 | 0
5_1_grt | 53.22 | 302 | 0
6_report | 53.22 | 302 | 0
-- sequential cells by signal, indices dropped and copies added, names as in the netlist --
register,cells
B.R.Qo,4
outA,7
C.R.Qo,4
B.C.bit_out,4
A.R.Qo,4
outB,7
C.C.bit_out,4
outC,7
A.C.bit_out,4
-- timing repair --
action	in CTS	in global routing
buffers inserted	1	0
endpoints found under the setup margin	1	0
gates resized	3	0
hold endpoints to repair	0	0
-- report_power, final --
group	total (uW)	switching, uW	leakage (uW)	internal, uW
Sequential	1430	205	0.000429	1230
Clock	560	263	0.0000542	297
Combinational	1440	600	0.000710	840
Total	3430	1070	0.00119	2360
No activity file was given, so power comes from the tool's default toggle rates.
